--- /design/flow/run.sh ---
#!/bin/bash
# OpenROAD 26Q1-2900-gdf79404cd8, Yosys 0.63+post, stock flow scripts
make -C /OpenROAD-flow-scripts/flow DESIGN_CONFIG=/design/flow/config.mk WORK_HOME=/design/flow/orfs finish
--- /design/flow/config.mk ---
export PLATFORM = sky130hd
export DESIGN_NAME = ftdi_engine_top
export DESIGN_NICKNAME = ftdi_engine_top
export VERILOG_FILES = /design/flow/design.v
export SDC_FILE = /design/flow/constraint.sdc
export NUM_CORES = 4
export LEC_CHECK = 1
export CORE_UTILIZATION = 50
--- /design/flow/constraint.sdc ---
current_design ftdi_engine_top

set clk_period 1.1
set clk_io_pct 0.2

create_clock -name clk0 -period $clk_period [get_ports {clk_ext}]
create_clock -name clk1 -period $clk_period [get_ports {clk_ftdi}]

set non_clock_inputs [all_inputs -no_clocks]
set_input_delay [expr $clk_period * $clk_io_pct] -clock clk0 $non_clock_inputs
set_output_delay [expr $clk_period * $clk_io_pct] -clock clk0 [all_outputs]
--- /design/flow/design.v ---
`timescale 1 ns/ 1 ps
module async_fifo #(parameter FIFO_WIDTH = 8, FIFO_DEPTH=16)(
	input wire                      async_rst_n ,
	input wire                      wr_clk      ,
	input wire                      fifo_wr_en  ,
        input wire [FIFO_WIDTH-1:0]	fifo_wr_data,
	output reg                      fifo_full   ,
	input wire                      rd_clk      ,
	input wire                      fifo_rd_en  ,
	output wire [FIFO_WIDTH-1:0]    fifo_rd_data,
	output reg                      fifo_empty );
  reg async_rst_n1_wr;
  reg async_rst_n2_wr;
  wire async_rst_n_wr;
  reg async_rst_n1_rd;
  reg async_rst_n2_rd;
  wire async_rst_n_rd;
  reg  [$clog2(FIFO_DEPTH):0]   wr_ptr             ;  
  wire [$clog2(FIFO_DEPTH)-1:0] wr_addr            ;  
  wire [$clog2(FIFO_DEPTH):0]   wr_ptr_nxt         ;
  reg  [$clog2(FIFO_DEPTH):0]   wr_ptr_gray        ;
  wire [$clog2(FIFO_DEPTH):0]   wr_ptr_nxt_gray    ;
  reg [$clog2(FIFO_DEPTH):0] rd_ptr_ms;
  reg [$clog2(FIFO_DEPTH):0] rd_ptr_wr;
  reg [$clog2(FIFO_DEPTH):0] rd_ptr_wr_bin;
  wire wr_en;
  reg  fifo_full_nxt;
  reg  [$clog2(FIFO_DEPTH):0]   rd_ptr          ;
  wire [$clog2(FIFO_DEPTH)-1:0] rd_addr         ;
  wire [$clog2(FIFO_DEPTH):0]   rd_ptr_nxt      ;
  wire [$clog2(FIFO_DEPTH):0]   rd_ptr_nxt_gray ;
  reg  [$clog2(FIFO_DEPTH):0]   rd_ptr_gray     ;
  reg [$clog2(FIFO_DEPTH):0] wr_ptr_ms;
  reg [$clog2(FIFO_DEPTH):0] wr_ptr_rd;
  reg [$clog2(FIFO_DEPTH):0] wr_ptr_rd_bin;
  wire rd_en;
  reg fifo_empty_nxt;
  always @ (posedge wr_clk) begin
    async_rst_n1_wr <= async_rst_n;
    async_rst_n2_wr <= async_rst_n1_wr;
  end
  assign async_rst_n_wr = async_rst_n2_wr;
  always @(posedge wr_clk, negedge async_rst_n_wr) begin
    if (! async_rst_n_wr) begin	  
      wr_ptr       <= 'd0;
      fifo_full    <= 'd0;
      wr_ptr_gray  <= 'd0;
    end
    else begin
      fifo_full   <= fifo_full_nxt;
      if (wr_en) begin	    
         wr_ptr      <= wr_ptr_nxt;
         wr_ptr_gray <= wr_ptr_nxt_gray;
      end	 
    end
  end
  assign wr_en = (!fifo_full) && (fifo_wr_en) ;  
  assign wr_ptr_nxt      = wr_ptr+ 1'b1;
  assign wr_ptr_nxt_gray = (wr_ptr_nxt >> 1) ^ (wr_ptr_nxt);
  assign wr_addr = wr_ptr [$clog2(FIFO_DEPTH)-1:0] ;
  always @ (posedge wr_clk) begin
    rd_ptr_ms <= rd_ptr_gray; 
    rd_ptr_wr <= rd_ptr_ms; 
  end
  integer i;
  always @(*) begin
    for (i=0;i <= $clog2(FIFO_DEPTH);i=i+1) begin
      rd_ptr_wr_bin[i] = ^(rd_ptr_wr >> i);
    end		  
  end
  always @ (*) begin
    fifo_full_nxt = 1'b0;
    if (({~wr_ptr_nxt[$clog2(FIFO_DEPTH)],wr_ptr_nxt[$clog2(FIFO_DEPTH)-1:0]} == rd_ptr_wr_bin) && (wr_en==1'b1)) begin
      fifo_full_nxt = 1'b1;
    end
    else if ({~wr_ptr[$clog2(FIFO_DEPTH)],wr_ptr[$clog2(FIFO_DEPTH)-1:0]} == rd_ptr_wr_bin) begin
      fifo_full_nxt = 1'b1;
    end	    
  end
  always @ (posedge rd_clk) begin
    async_rst_n1_rd <= async_rst_n;
    async_rst_n2_rd <= async_rst_n1_rd;
  end
  assign async_rst_n_rd = async_rst_n2_rd;
  always @(posedge rd_clk, negedge async_rst_n_rd) begin
    if (! async_rst_n_rd) begin	  
      rd_ptr      <=  'd0;
      fifo_empty  <= 1'd1;
      rd_ptr_gray <=  'd0;
    end
    else begin
      fifo_empty   <= fifo_empty_nxt  ;
      if (rd_en) begin	    
        rd_ptr      <= rd_ptr_nxt      ;
        rd_ptr_gray <=  rd_ptr_nxt_gray;
      end
    end
  end
  assign rd_en           = (!fifo_empty) && (fifo_rd_en) ;  
  assign rd_ptr_nxt_gray = (rd_ptr_nxt >> 1) ^ (rd_ptr_nxt);
  assign rd_ptr_nxt      = rd_ptr + 1'b1;
  assign rd_addr         = rd_ptr [$clog2(FIFO_DEPTH)-1:0] ;
  always @ (posedge rd_clk) begin
    wr_ptr_ms <= wr_ptr_gray; 
    wr_ptr_rd <= wr_ptr_ms; 
  end
  integer j;
  always @(*) begin
    for (j=0; j <= $clog2(FIFO_DEPTH);j=j+1) begin
      wr_ptr_rd_bin[j] = ^(wr_ptr_rd >> j);
    end		  
  end
  always @ (*) begin
    fifo_empty_nxt = 1'b0;
    if  ((rd_ptr_nxt == wr_ptr_rd_bin) && (rd_en==1'b1)) begin
      fifo_empty_nxt = 1'b1;
    end	    
    else if (rd_ptr == wr_ptr_rd_bin) begin
      fifo_empty_nxt = 1'b1;
    end	    
  end	  
  dc_dpram  # (.WIDTH (FIFO_WIDTH), .DEPTH(FIFO_DEPTH)) DC_DPRAM_U1 (
	  .wr_clk   (wr_clk         ),
	  .wr_en    (wr_en          ),
	  .wr_addr  (wr_addr        ),
	  .wr_data  (fifo_wr_data   ),
	  .rd_clk   (rd_clk         ),
	  .rd_en    (rd_en          ),
	  .rd_addr  (rd_addr        ),
	  .rd_data  (fifo_rd_data   ) 
  );
endmodule
`timescale 1 ns/ 1 ps
module dc_dpram #(parameter WIDTH = 8, DEPTH = 16)(
	input wire                     wr_clk,
	input wire                     wr_en ,
	input wire [$clog2(DEPTH)-1:0] wr_addr,
	input wire [WIDTH-1:0]         wr_data,
	input wire                      rd_clk,
	input wire                      rd_en ,
	input wire [$clog2(DEPTH)-1:0]  rd_addr,
        output reg [WIDTH-1:0]          rd_data);
  reg [WIDTH-1:0] mem [DEPTH-1:0];
  always @ (posedge wr_clk) begin
    if (wr_en) begin
       mem[wr_addr] <= wr_data;
     end   
  end
  always @(posedge rd_clk) begin
    if (rd_en) begin
      rd_data <= mem[rd_addr];
    end	    
  end
endmodule
`timescale 1 ns / 1 ps
module ftdi_engine ( 
	input wire        clk_i        ,
	input wire        async_rst_n  ,
	input wire       rxf_n        ,
	output reg       rd_n         ,
        input  wire       txe_n        ,
        output reg        wr_n         ,
        input  wire [7:0] data_in      ,
	output wire [7:0] data_out     ,
	output reg        data_oe      ,
	input wire        ftdi_rd_fifo_full ,
	output reg [7:0]  ftdi_rd_fifo_data ,
        output reg        ftdi_rd_fifo_en   ,	
	input wire        ftdi_wr_fifo_empty ,
	input wire [7:0]  ftdi_wr_data       ,
        output reg        ftdi_wr_fifo_en   	
);
  localparam  IDLE             = 3'd0;  
  localparam  RD_PRE_WAIT      = 3'd1;
  localparam  RD_POST_WAIT     = 3'd2;
  localparam  WR_PRE_DATA_LOAD = 3'd3;
  localparam  WR_DONE          = 3'd4;
  localparam  FTDI_BACK_OFF    = 3'd5;
  reg [2:0]  ftdi_eng_state    ; 
  reg [2:0]  ftdi_eng_state_nxt;
  reg rxf_n_meta;
  reg rxf_n_synq;
  reg txe_n_meta;
  reg txe_n_synq;
  reg [1:0] counter_nxt; 
  reg [1:0] counter_reg;
  reg        data_oe_nxt  ;
  wire       rxf          ;
  reg [7:0]  data_in_nxt  ;
  reg [7:0]  data_in_reg  ;
  reg        wr_n_nxt     ;
  assign data_out = ftdi_wr_data ;
  always @ (posedge clk_i) begin
    rxf_n_meta  <= rxf_n      ;
    rxf_n_synq  <= rxf_n_meta ;
    txe_n_meta  <= txe_n      ;
    txe_n_synq  <= txe_n_meta ;
  end	  
  assign rxf   = ~ rxf_n_synq;
  assign txe   = ~ txe_n_synq; 
  always @(posedge clk_i, negedge async_rst_n) begin
    if (!async_rst_n) begin
       ftdi_eng_state <= IDLE;
       counter_reg    <= 'd0;
       wr_n           <= 1'd1;
       data_in_reg    <= 'd0;
       data_oe        <= 'b0;
    end
    else begin
       ftdi_eng_state <= ftdi_eng_state_nxt;
       counter_reg    <= counter_nxt       ;
       wr_n           <= wr_n_nxt          ;
       data_in_reg    <= data_in_nxt       ;
       data_oe        <= data_oe_nxt       ;
    end
  end
  always @(*) begin
    ftdi_eng_state_nxt = ftdi_eng_state;
    counter_nxt        = counter_reg   ;
    data_oe_nxt        = 1'b0          ;
    wr_n_nxt           = 1'b1          ;
    data_in_nxt        = data_in_reg   ;
    ftdi_rd_fifo_en    = 1'b0          ;
    ftdi_wr_fifo_en    = 1'b0          ;
    rd_n               = 1'b1          ;
    case (ftdi_eng_state) 
      IDLE: begin
	counter_nxt          = 2'd0;
        if ((rxf == 1'b1) && (!ftdi_rd_fifo_full)) begin
          ftdi_eng_state_nxt = RD_PRE_WAIT;
	  rd_n               = 1'b0;       
        end
        else if ((txe == 1'b1) && (!ftdi_wr_fifo_empty)) begin
          ftdi_eng_state_nxt = WR_PRE_DATA_LOAD;
	  ftdi_wr_fifo_en    = 1'b1;
	end	
      end
      RD_PRE_WAIT: begin  
	rd_n             = 1'b0;       
        counter_nxt = counter_reg + 1'b1 ;	      
        if (counter_reg == 2'd1) begin
           ftdi_eng_state_nxt = RD_POST_WAIT;
	   data_in_nxt        = data_in; 
        end		
      end
      RD_POST_WAIT: begin  
	rd_n               = 1'b1;       
        ftdi_rd_fifo_data  = data_in_reg    ;
        ftdi_rd_fifo_en    = 1'b1           ;	
        ftdi_eng_state_nxt = FTDI_BACK_OFF  ;
      end
      WR_PRE_DATA_LOAD: begin  
	 data_oe_nxt        = 1'b1        ;
         ftdi_eng_state_nxt = WR_DONE     ;
	 counter_nxt        = 'd0         ; 
      end      
      WR_DONE: begin   
	 counter_nxt   = counter_reg + 1'b1;
	 data_oe_nxt   = 1'b1              ;
	 wr_n_nxt      = 1'b0              ;
         if (counter_reg == 2'd3) begin
	    wr_n_nxt      = 1'b1                    ;
	    data_oe_nxt   = 1'b0                    ;
            ftdi_eng_state_nxt = FTDI_BACK_OFF      ;
	 end	 
      end
      FTDI_BACK_OFF: begin
        ftdi_eng_state_nxt = IDLE      ;
      end	      
    endcase	    
  end 
endmodule
`timescale 1 ns/ 1 ps
module ftdi_engine_top  # (parameter FIFO_WIDTH = 8, FIFO_DEPTH=16) (
	input wire   async_rst_n  ,
	input wire   clk_ftdi     ,
	input  wire         rxf_n   ,
	output wire         rd_n    ,
	input  wire         txe_n   ,
	output wire         wr_n    ,
	inout  wire   [7:0] data    ,
	input wire        clk_ext         ,
	input wire        ext_dev_rd_en   ,
        output wire [7:0] ext_dev_rd_data ,
        output wire       ext_dev_rd_empty,
	input wire        ext_dev_wr_en   ,
        input wire [7:0]  ext_dev_wr_data ,
        output wire       ext_dev_wr_full 
);
  wire [7:0]        data_in  ;
  wire [7:0]        data_out ;
  wire              data_oe  ;
  wire              ftdi_rd_fifo_full    ;
  wire [7:0]        ftdi_rd_fifo_data    ;
  wire              ftdi_rd_fifo_en      ;
  wire              ftdi_wr_fifo_empty   ;
  wire [7:0]        ftdi_wr_data         ;
  wire              ftdi_wr_fifo_en      ;
  assign data     = (data_oe) ? data_out : 'bz;
  assign data_in  = data;
  ftdi_engine  FTDI_ENGINE_U1 (
	.clk_i              (clk_ftdi               ),
        .async_rst_n        (async_rst_n            ),
        .rxf_n              (rxf_n                  ),
	.rd_n               (rd_n                   ),
        .txe_n              (txe_n                  ),
	.wr_n               (wr_n                   ),
        .data_in            (data_in                ),
	.data_out           (data_out               ),
	.data_oe            (data_oe                ),
	.ftdi_rd_fifo_full  (ftdi_rd_fifo_full      ),
	.ftdi_rd_fifo_data  (ftdi_rd_fifo_data      ),
	.ftdi_rd_fifo_en    (ftdi_rd_fifo_en        ),
        .ftdi_wr_fifo_empty (ftdi_wr_fifo_empty     ),	
        .ftdi_wr_data       (ftdi_wr_data           ),
        .ftdi_wr_fifo_en    (ftdi_wr_fifo_en        )  );	
  async_fifo FTDI_RD_FIFO_U2
    (
      .async_rst_n            (async_rst_n             ),
      .wr_clk                  (clk_ftdi                ),
      .fifo_wr_en              (ftdi_rd_fifo_en         ),
      .fifo_wr_data            (ftdi_rd_fifo_data       ),
      .fifo_full               (ftdi_rd_fifo_full       ),
      .rd_clk                  (clk_ext                 ),
      .fifo_rd_en              (ext_dev_rd_en           ),
      .fifo_rd_data            (ext_dev_rd_data         ),
      .fifo_empty              (ext_dev_rd_empty        )   ); 
  async_fifo FTDI_WR_FIFO_U3
    (
      .async_rst_n             (async_rst_n             ),
      .wr_clk                  (clk_ext                 ),
      .fifo_wr_en              (ext_dev_wr_en           ),
      .fifo_wr_data            (ext_dev_wr_data         ),
      .fifo_full               (ext_dev_wr_full         ),
      .rd_clk                  (clk_ftdi                ),
      .fifo_rd_en              (ftdi_wr_fifo_en         ),
      .fifo_rd_data            (ftdi_wr_data            ),
      .fifo_empty              (ftdi_wr_fifo_empty      )   ); 
endmodule 
==> metrics.yaml <==
status:
  status: "aborted with a tool error"
  lastStage: "4_1_cts"
  error: "[error] [KeplerFormal.cpp:679] Workflow failed: Iso has multiple drivers: .data0, data[0]$_DFFE_PP_.Q0"
logic_synthesis:
  synth_flops: 385
  edf_count: 272
  synth_cell_types: 49
  postSynthAreaPerCell_sq_um: 16.6
  yosys_warnings: 5
  synth_top_flop_cell: "edfxtp_1"
  yosys_cells: 892
  ys_area_sq_um: 14800
  syn_inst: 892
  async_reset_ff_share_pct: 14.8
  synth.cell_area_sq_um: 14800
final_timing:
  untimed_endpoints: 136
  unclocked_pins: 8
floorplanning:
  io_pins: 35
  fp_util_pct: 51.3
  num_rows: 62
  die_y_microns: 174
  die_x_microns: 174
placed_design:
  io_buffers: 25
  dp_hpwl_mm: 20.1
  routabilityCongestion: 0.852
clock_network:
  cts.repair.resized: 182
  post_cts_buffers: 37
[stage by stage]
stage	area, sq um	instances	power (mW)	setup WS, ns
after floorplan	15700	892	24.7	-0.778
after global placement	17200	1402	27.7	-0.806
after detailed placement	17200	1402	27.8	-0.798
[cell families after synthesis]
| logic type | after synthesis | synth area share [%] |
|---|---|---|
| flip-flops | 377 | 71.1 |
| AND-OR/OR-AND | 99 | 4.09 |
| AND/OR/NAND/NOR | 167 | 5.33 |
| multiplexers | 97 | 11.4 |
| buffers and inverters | 56 | 1.54 |
| latches | 8 | 0.809 |
| XOR/XNOR | 76 | 4.69 |
| adder cells (fa/ha/maj) | 12 | 1.01 |
[synth_stat cells (all sizes together), types with 4 or more instances]
master	n	area share, %
dfstp	4	0.71
dlxtp	8	0.81
xor2	33	2.0
edfxtp	272	55
nand2	59	1.5
nand3b	4	0.20
xnor2	43	2.7
o22ai	5	0.21
a22oi	11	0.56
dfrtp	53	8.9
buf	18	0.58
nor2b	4	0.17
a221oi	8	0.47
o21ai	44	1.5
and2	19	0.80
mux2i	25	1.7
mux2	16	1.2
nand3	13	0.44
inv	13	0.33
dfxtp	48	6.5
nand2b	15	0.63
mux4	56	8.5
nor2	35	0.89
a21oi	14	0.47
nor3	9	0.30
clkbuf	25	0.63
a31oi	5	0.21
ha	12	1.0
Power and IR drop assume default switching activity.
